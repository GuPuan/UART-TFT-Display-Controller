## /design/flow/design.v

```verilog
module uart_byte_rx(
    input Clk,               
    input Reset_n,           
    input uart_rx,           
    output reg Rx_Done,      
    output reg [7:0] Rx_Data,  
    output reg Frame_Error   
);
    parameter CLOCK_FREQ = 50_000_000;   
    parameter BAUD = 115200;             
    parameter MCNT_BAUD = CLOCK_FREQ / BAUD - 1;  
    reg [7:0] r_Rx_Data;                 
    reg [29:0] baud_div_cnt;             
    reg en_baud_cnt;                     
    reg [3:0] bit_cnt;                   
    reg dff0_uart_rx, dff1_uart_rx;      
    reg r_uart_rx;                       
    wire nedge_uart_rx;                  
    wire w_Rx_Done;                      
    always @(posedge Clk or negedge Reset_n)
        if (!Reset_n) begin
            baud_div_cnt <= 0;
            en_baud_cnt <= 0;
            bit_cnt <= 0;
            r_Rx_Data <= 8'd0;
            Rx_Data <= 8'd0;
            Rx_Done <= 0;
            Frame_Error <= 0;
        end else begin
            if (en_baud_cnt) begin
                if (baud_div_cnt == MCNT_BAUD)
                    baud_div_cnt <= 0;  
                else
                    baud_div_cnt <= baud_div_cnt + 1;  
            end else begin
                baud_div_cnt <= 0;  
            end
            if (en_baud_cnt && baud_div_cnt == MCNT_BAUD) begin
                if (bit_cnt == 9) 
                    bit_cnt <= 0;  
                else
                    bit_cnt <= bit_cnt + 1;  
            end
            if (baud_div_cnt == MCNT_BAUD / 2) begin
                case (bit_cnt)
                    1: r_Rx_Data[0] <= dff1_uart_rx;  
                    2: r_Rx_Data[1] <= dff1_uart_rx;
                    3: r_Rx_Data[2] <= dff1_uart_rx;
                    4: r_Rx_Data[3] <= dff1_uart_rx;
                    5: r_Rx_Data[4] <= dff1_uart_rx;
                    6: r_Rx_Data[5] <= dff1_uart_rx;
                    7: r_Rx_Data[6] <= dff1_uart_rx;
                    8: r_Rx_Data[7] <= dff1_uart_rx;  
                    default: r_Rx_Data <= r_Rx_Data;  
                endcase
            end
            if (w_Rx_Done) begin
                Rx_Done <= 1;  
                Rx_Data <= r_Rx_Data;  
                if (dff1_uart_rx != 1'b1)  
                    Frame_Error <= 1;
                else
                    Frame_Error <= 0;
            end else begin
                Rx_Done <= 0;  
            end
            if (nedge_uart_rx)
                en_baud_cnt <= 1;
            else if (bit_cnt == 9 && baud_div_cnt == MCNT_BAUD)
                en_baud_cnt <= 0;  
        end
    always @(posedge Clk) begin
        dff0_uart_rx <= uart_rx;          
        dff1_uart_rx <= dff0_uart_rx;    
        r_uart_rx <= dff1_uart_rx;       
    end
    assign nedge_uart_rx = (dff1_uart_rx == 0) && (r_uart_rx == 1);
    assign w_Rx_Done = (bit_cnt == 9 && baud_div_cnt == MCNT_BAUD / 2);
endmodule
```

## /design/flow/run.sh

```bash
#!/bin/bash
# OpenROAD 26Q1-2900-gdf79404cd8, Yosys 0.63+post, stock flow scripts
make -C /OpenROAD-flow-scripts/flow DESIGN_CONFIG=/design/flow/config.mk WORK_HOME=/design/flow/orfs finish
```

## /design/flow/config.mk

```make
export PLATFORM = sky130hd
export DESIGN_NAME = uart_byte_rx
export DESIGN_NICKNAME = uart_byte_rx
export VERILOG_FILES = /design/flow/design.v
export SDC_FILE = /design/flow/constraint.sdc
export NUM_CORES = 4
export LEC_CHECK = 1
export CORE_UTILIZATION = 30
```

## /design/flow/constraint.sdc

```tcl
current_design uart_byte_rx

set clk_period 4.8
set clk_io_pct 0.2

create_clock -name clk0 -period $clk_period [get_ports {Clk}]

set non_clock_inputs [all_inputs -no_clocks]
set_input_delay [expr $clk_period * $clk_io_pct] -clock clk0 $non_clock_inputs
set_output_delay [expr $clk_period * $clk_io_pct] -clock clk0 [all_outputs]
```

==> run notes <==
run results: clock tree skew after final layout=0.00773 ns, Diodes inserted=0, count of library flops with an enable pin=0, number of ports placed on the die boundary=13, Synth Seq Share=50.4%, Port Buffers=12, All-Layer GR Usage=11.9%, final hold violations=0, CTS H-Tree Depth=2, placeable core region=8810 um2, maximum count of clock buffers along a single path=2, signed area change from the synthesized netlist to the final layout=12.3%, leakage dissipation=1.28 nW, critical path peak fanout=9, buffers inserted during post-CTS setup optimization=0, Top cells by area=sky130_fd_sc_hd__dfrtp_1, sky130_fd_sc_hd__mux2_2, sky130_fd_sc_hd__nand4_1, max_slew headroom=53.2%, number of global-route vias before repair=1929, number of warnings printed during yosys synthesis=1, Cell Count, Final, Fillers Out=387, estimated wirelength of the detail-placed design=3380 um, worst reg-to-reg setup slack=2.21 ns, cell total in the yosys stat output=269, first-pass GRT wire length=9250 um, post-synthesis area per instance=10.2 um2, standard cell with the maximum stage delay on the critical path=sky130_fd_sc_hd__nor4b_4, hold path startpoint=dff0_uart_rx, Die Height=97.8 um, remaining design rule violation count=0, Num CTS Buffers=5, share of the core filled by cells before placement=31.2%, area of the synthesized netlist per yosys stat=2750 um2, quantity of hold-fixing buffers added after cts=0, final setup TNS=0 ns, most used standard cell by instance count after synthesis=sky130_fd_sc_hd__dfrtp_1, total power per unit cell area=254 nW/um2, endpoint class of the critical path=register, worst min-delay path category=reg -> reg, maximum vdd drop=0.000167 V, CTS clock-pin slew for the worst setup and hold paths=0.10 ns, Pins Over Slew Limit=0, Reg2Reg Depth=4, top cell type by total area after synthesis=sky130_fd_sc_hd__dfrtp_1, drt pass-1 iters=4, Flops after synth=56, clk sinks=56, most numerous cell types in the synthesized netlist=sky130_fd_sc_hd__dfrtp_1, sky130_fd_sc_hd__nor2_1, sky130_fd_sc_hd__nand4_1, sky130_fd_sc_hd__mux2_2, sky130_fd_sc_hd__a21oi_1, number of rows created at floorplan=34, Post-CTS Resized=0, number of warning messages in the logs=27, number of antenna violations at the first check in global routing=0, final-layout worst hold slack=0.339 ns, Syn Inst Count=269, worst flop-to-flop path startpoint=baud_div_cnt[21], clock tree from TritonCTS=done, post-route ant nets=0, Fmax achieved=0.387 GHz, slew at the pin closest to its max-slew limit=0.695 ns, maximum number of pins on one net before global-route repair=54, largest stage delay on the critical path=0.69 ns, start-to-end type of the worst setup path=reg -> reg, Clk Latency, worst-skew pair=0.30 ns, number of unique standard cell types used by synthesis=35, routed len/inst=13.2 um, placed cells=379, post-synthesis cell area=2750 um2, max cap viols=0, top-area cell type share of the netlist area=48.2%, Post-Route WL=5120 um, DRT iter0 DRCs=141, Die Outline Area=9560 um2, prevailing post-synth register cell=sky130_fd_sc_hd__dfrtp_1, end point of the most critical hold path=dff1_uart_rx, number of filler instances in the final layout=875, Data required, critical path=4.99 ns, critical path, cell by cell=nor4_1, nand2_1, nor4b_4, mux2_2, Via density=5.22, final tally of setup violations=0, clock tree root driver cell=sky130_fd_sc_hd__clkbuf_8, element type at the critical path start=register, share of synthesized registers carrying an async set or reset=94.6%, Arrival @ worst endpoint=2.78 ns, share of post-route cells with drive strength above 1=12.2%, setup repair after global routing missed its margin=false, global-route congestion overflow total=0, depth of the worst hold-timing path=0, outcome=completed, width of the die=97.8 um, reg2reg end=Rx_Data[1], final clock period utilization by the worst path=53.9%, crit path time final=2.59 ns, final estimated routing congestion in global placement=0.790, number of vias after detailed routing=2022
report_power, final:
part           switching [mW]  leakage, nW  internal, mW
combinational         0.00864        0.488       0.00164
clock                   0.146       0.0552         0.155
sequential            0.00134        0.738         0.472
per-layer routing:
layer  up-vias  track usage (%)  wire [um]  part of all wire [%]
met4         0             1.17         61                   1.2
li1       1006                -          -                     -
met3         4             1.67        112                   2.2
met2        25             18.2       2350                    46
met1       987             19.4       2600                    51
met5         -                0          0                     0
through the flow:
step	utilization (%)	cell area [um2]	power, mW	worst slack (ns)
after global placement	33.9	2980	0.495	2.25
after CTS	35.1	3090	0.804	2.17
after floorplan	-	2750	0.483	2.63
final	35.1	3090	0.785	2.21
after detailed placement	33.9	2980	0.495	2.23
after global routing	35.1	3090	0.825	1.99
cells in the final DEF, fill, tap and decap left out, types with 6 or more instances in the layout:
cell type	n
sky130_fd_sc_hd__a21oi_1	15
sky130_fd_sc_hd__xnor2_1	9
sky130_fd_sc_hd__nand3_1	12
sky130_fd_sc_hd__nand4_1	18
sky130_fd_sc_hd__o21ai_0	8
sky130_fd_sc_hd__nor2_1	25
sky130_fd_sc_hd__nor3_1	9
sky130_fd_sc_hd__dfrtp_1	53
sky130_fd_sc_hd__or3_1	8
sky130_fd_sc_hd__mux2_2	17
sky130_fd_sc_hd__inv_1	13
sky130_fd_sc_hd__clkdlybuf4s50_1	11
sky130_fd_sc_hd__nand2_1	10
sky130_fd_sc_hd__xor2_1	6
sky130_fd_sc_hd__nor4_1	10
sky130_fd_sc_hd__or4_1	9
sequential cells by signal (all words and copies together), names as in the netlist:
register	count
dff1_uart_rx	1
Rx_Data	8
r_uart_rx	1
Frame_Error	1
baud_div_cnt	30
Rx_Done	1
en_baud_cnt	1
dff0_uart_rx	1
r_Rx_Data	8
bit_cnt	4
kinds of logic after synthesis:
family	share of synthesized area [%]
compound gates	7.00
xor+xnor	4.78
fa+ha+maj	1.36
buf+inv	3.55
flops	50.4
mux	7.32
simple gates	25.6
layout make-up:
type / instances / area (um2) / share of cell area, %
Tap cell: 108 / 135 / 4.37
Clock buffer: 6 / 72.6 / 2.35
Timing Repair Buffer: 14 / 130 / 4.21
Clock inverter: 2 / 35.0 / 1.13
Multi-Input combinational cell: 188 / 1280 / 41.5
Inverter: 13 / 48.8 / 1.58
Sequential cell: 56 / 1390 / 44.9
worst max path at each step:
stage,from,endpoint,slack (ns),depth (start not counted)
global route,baud_div_cnt[18],Rx_Data[1],1.99,4
CTS,baud_div_cnt[21],Rx_Data[1],2.17,4
finish,baud_div_cnt[21],Rx_Data[1],2.21,4
worst max-delay path, delay by kind of cell, from the launching register on:
| kind | cells | cell delay [ns] |
|---|---|---|
| muxes | 1 | 0.40 |
| DFF | 1 | 0.44 |
| and+or+nand+nor | 3 | 1.64 |
Power is estimated from default activity; no workload was simulated.
