$ cat /design/flow/run.sh
#!/bin/bash
# OpenROAD 26Q1-2900-gdf79404cd8, Yosys 0.63+post, stock flow scripts
make -C /OpenROAD-flow-scripts/flow DESIGN_CONFIG=/design/flow/config.mk WORK_HOME=/design/flow/orfs finish
$ cat /design/flow/config.mk
export PLATFORM = sky130hd
export DESIGN_NAME = img_rx_wr
export DESIGN_NICKNAME = img_rx_wr
export VERILOG_FILES = /design/flow/design.v
export SDC_FILE = /design/flow/constraint.sdc
export NUM_CORES = 4
export LEC_CHECK = 1
export CORE_UTILIZATION = 40
$ cat /design/flow/constraint.sdc
current_design img_rx_wr

set clk_period 3.9
set clk_io_pct 0.2

create_clock -name clk0 -period $clk_period [get_ports {Clk}]

set non_clock_inputs [all_inputs -no_clocks]
set_input_delay [expr $clk_period * $clk_io_pct] -clock clk0 $non_clock_inputs
set_output_delay [expr $clk_period * $clk_io_pct] -clock clk0 [all_outputs]
$ cat /design/flow/design.v
module img_rx_wr #(
    parameter DATA_COUNT_LIMIT = 16'hFFFF  
    )
(
    input               Clk,            
    input               Reset_n,        
    input       [7:0]   rx_data,        
    input               rx_done,        
    output reg          ram_wren,       
    output reg  [15:0]  ram_wraddr,     
    output      [15:0]  ram_wrdata,     
    output reg write_done               
);
    reg [16:0] data_cnt;          
    reg [15:0] rx_data_tmp;       
    always @(posedge Clk or negedge Reset_n) begin
        if (!Reset_n) 
            data_cnt <= 0;        
        else if (rx_done)
            data_cnt <= data_cnt + 1;  
    end
    always @(posedge Clk or negedge Reset_n) begin
        if (!Reset_n) 
            rx_data_tmp <= 0;     
        else if (rx_done)
            rx_data_tmp <= {rx_data_tmp[7:0], rx_data};  
    end
    always @(posedge Clk or negedge Reset_n) begin
        if (!Reset_n) 
            ram_wren <= 0;        
        else
            ram_wren <= rx_done && data_cnt[0];  
    end
    always @(posedge Clk or negedge Reset_n) begin
        if (!Reset_n) 
            ram_wraddr <= 0;      
        else if (rx_done && data_cnt[0])
            ram_wraddr <= data_cnt[16:1];  
    end
    always @(posedge Clk or negedge Reset_n) begin
        if (!Reset_n)
            write_done <= 0;      
        else if (data_cnt[16:1] == DATA_COUNT_LIMIT)
            write_done <= 1;      
    end
    assign ram_wrdata = rx_data_tmp;
endmodule
==> GITHUB_STEP_SUMMARY <==
## Implementation flow summary

| Metric | Value |
|---|---|
| Clock Latency Late Sink | `0.29 ns` |
| Synth Flop Type | `dfrtp_1` |
| Post-layout min period | `between 2 and 2.5 ns` |
| P per Cell Area | `approximately 490 nW/um^2` |
| Max-slew violations | `0` |
| Antenna violations before repair | `0` |
| Register area share after synthesis | `about 64%` |
| Largest net degree at the start of global routing | `52` |
| FP Core Util | `between 40% and 50%` |
| Total grt overflow | `0` |
| Critical Path End Type | `register` |
| Cells after synthesis | `~140` |
| Routed Wire Length | `~3200 um` |
| Highest Clock Rate | `~0.43 GHz` |
| Hold_ws | `roughly 0.48 ns` |
| CP Launch Type | `input port` |
| First DRT Iteration DRCs | `22` |
| CTS root buffer | `clkbuf_8` |
| Clock-pin transition on the worst setup and hold timing paths | `0.08 ns` |
| I/O pins | `around 45` |
| Yosys chip area | `1997 sq um` |
| Status | `finished, final reports clean` |
| Registers, synthesis | `between 50 and 60` |
| Crit-path cells | `clkdlybuf4s50_1 -> buf_4 -> nand4_2 -> nor4_2 -> nand4_1 -> xnor2_1` |
| Num CTS Buffers | `5` |
| Port Buffers | `44` |
| Post-cts resize count | `0` |
| Routed vias/inst | `about 4.7` |
| Max-cap viol count | `0` |
| Largest area contributor in the netlist | `dfrtp_1` |
| Critical Path Max Stage Delay | `about 0.46 ns` |
| Main area contributors after synthesis | `dfrtp_1 (64%), mux2_2 (18%), xnor2_1 (4.4%)` |
| Period utilization | `59.98%` |
| ANT cells | `0` |
| Std cell rows | `25` |
| Yosys Instances | `about 140` |
| CP Data Required Time | `4.09 ns` |
| Drt wl/cell | `around 13 um` |
| Share of cells above drive strength 1 | `25.67%` |
| Setup repair bufs after CTS | `0` |
| Max Root-Sink Buffers | `2` |
| Vias | `about 1200` |
| CORE AREA | `around 4800 sq um` |
| Hold_buf cts | `0` |
| DIE HEIGHT | `just over 70 um` |
| Antenna Nets Post-Route | `0` |
| DRC viols | `0` |
| Die footprint | `approximately 5300 sq um` |
| Final setup violation count | `0` |
| Actual slew at the worst max-slew pin | `0.7351 ns` |
| CTS sink count | `51` |
| Netlist Area Pre-Place | `between 1500 and 2000 sq um` |
| RSZ-0062 raised after global routing | `false` |
| Arr. time, crit path | `2.52 ns` |
| First-pass GRT wire length | `5685 um` |
| Clk_skew | `0.004536 ns` |
| Largest delay contributor family on the critical path | `simple AND/OR/NAND/NOR gates` |
| Htree depth | `2` |
| Post-route setup TNS | `0 ns` |
| Unique cell types | `21` |
| Area leader share | `between 60% and 70%` |
| Global-route usage over all layers | `14.17%` |
| Warning count from the yosys run | `1` |
| Async S/R FF share, synth | `approximately 100%` |
| Slew headroom | `about half` |
| Cell with the most instances after synthesis | `dfrtp_1` |
| Worst Setup Path Type | `in2reg` |
| Flip-flops with a built-in enable | `0` |
| OpenROAD warning count | `25` |
| HP Class | `reg2reg` |
| Routability Congestion | `~0.75` |
| CTS tree | `built` |
| Synth top cells by count | `dfrtp_1 (51), mux2_2 (32), nand2_1 (10), xnor2_1 (10), xor2_1 (6)` |
| Slowest CP cell | `nor4_2` |
| Final Hold Fails | `0` |
| DP HPWL | `around 2200 um` |
| CP max FO | `23` |
| VDD IR max | `0.2941 mV` |
| Number of buffers and inverters on the critical path | `2` |
| Die X-Extent | `~73 um` |
| Synth-to-layout area growth | `31.14%` |
| Syn Area/Cell | `about 15 sq um` |
| Vias in the first global route | `between 1000 and 1500` |
| TritonRoute pass-1 iters | `2` |
| Lkg Pwr | `approximately 1.2 nW` |
==> cells in the final DEF (no fill, tap or decap), types with 2 or more instances in the layout <==
| master | Yosys | layout |
|---|---|---|
| mux2_2 | 32 | 32 |
| nor3_1 | 2 | 2 |
| nand3_1 | 4 | 4 |
| nor4_2 | 3 | 3 |
| dfrtp_1 | 51 | 51 |
| xor2_1 | 6 | 6 |
| clkdlybuf4s50_1 | 0 | 43 |
| clkbuf_8 | 0 | 7 |
| nand4_1 | 2 | 2 |
| nor2_1 | 3 | 3 |
| xnor2_1 | 10 | 10 |
| buf_4 | 0 | 2 |
| inv_1 | 2 | 2 |
| nand2_1 | 10 | 10 |
==> where the power goes <==
group | switching, W | total (W) | internal, W
clock network | 0.000154 | 0.000316 | 0.000162
registers | 0.0000771 | 0.000698 | 0.000621
logic | 0.0000837 | 0.000277 | 0.000193
==> per-layer routing <==
metal | vias to the layer above | wire, um | track usage, %
li1 | 567 | - | -
met1 | 576 | 1540 | 22.47
met2 | 33 | 1456 | 21.50
met3 | 7 | 165 | 3.641
met4 | 0 | 44 | 1.961
met5 | - | 0 | 0
==> path summary, 6_finish.rpt <==
path | slack (ns) | cells after the start | end | startpoint
setup reg to reg | 2.33 | 5 | data_cnt[14]$_DFFE_PN0P_ | data_cnt[1]$_DFFE_PN0P_
hold reg to reg | 0.48 | 2 | ram_wraddr[7]$_DFFE_PN0P_ | ram_wraddr[7]$_DFFE_PN0P_
hold / removal | 0.48 | 2 | ram_wraddr[7]$_DFFE_PN0P_ | ram_wraddr[7]$_DFFE_PN0P_
min in group asynchronous | 0.58 | 2 | ram_wraddr[5]$_DFFE_PN0P_ | Reset_n
setup / recovery | 1.56 | 6 | data_cnt[13]$_DFFE_PN0P_ | rx_done
max in group asynchronous | 2.90 | 2 | rx_data_tmp[11]$_DFFE_PN0P_ | Reset_n
==> worst min-delay path: stages (launching register included) <==
cell	delay (ns)
dfrtp_1	0.34
nand2_1	0.05
o21ai_0	0.06
==> through the flow <==
step	util [%]	area [sq um]	cells	worst slack, ns	power, W
finish	55.08	2619	254	1.561	0.001291
CTS	55.08	2619	254	1.543	0.001315
detailed placement	52.97	2519	246	1.243	0.0009923
floorplan	-	1997	136	2.199	0.0008204
global placement	52.97	2519	246	1.245	0.0009860
global route	55.08	2619	254	1.435	0.001379
==> flip-flops by register name, indices dropped and copies added, names as in the netlist <==
| signal | count |
|---|---|
| ram_wraddr | 16 |
| data_cnt | 17 |
| rx_data_tmp | 16 |
| ram_wren | 1 |
| write_done | 1 |
==> final cells by class <==
| cell class | count | area [sq um] |
|---|---|---|
| tap | 67 | 83.83 |
| multi-input combinational | 80 | 700.7 |
| sequential | 51 | 1276 |
| timing repair buffer | 46 | 450.4 |
| inverter | 2 | 7.507 |
| fill | 420 | 2136 |
| clock buffer | 8 | 100.1 |
==> cells by family after synthesis <==
| family | synth area share [%] |
|---|---|
| multiplexers | 18.05 |
| AND/OR/NAND/NOR | 8.773 |
| adder cells (fa/ha/maj) | 0.6265 |
| XOR/XNOR | 7.017 |
| buffers and inverters | 1.003 |
| AND-OR/OR-AND | 0.6265 |
| flip-flops | 63.91 |
Power is estimated from default activity; no workload was simulated.
